**run.sh**
```bash
#!/bin/bash
# OpenROAD 26Q1-2900-gdf79404cd8, Yosys 0.63+post, stock flow scripts
make -C /OpenROAD-flow-scripts/flow DESIGN_CONFIG=/design/flow/config.mk WORK_HOME=/design/flow/orfs finish
```
**design.v**
```verilog
module alu_32bit (
    input clk,
    input rst,
    input [31:0] a_in,
    input [31:0] b_in,
    input [3:0] sel,
    output reg [31:0] y_out,
    output reg flag,
    output reg [32:0] sum_out
);
    always @(posedge clk) begin
        if (rst) begin
            y_out <= 32'b0;
            sum_out <= 33'b0;
            flag <= 0;
        end else begin
            flag <= 0; 
            case (sel)
                4'b0000: begin 
                    sum_out <= a_in + b_in;
                    y_out <= sum_out[31:0]; 
                    flag <= sum_out[32]; 
                end
                4'b0001: begin 
                    sum_out <= a_in - b_in;
                    y_out <= sum_out[31:0];
                    flag <= sum_out[32]; 
                end
                4'b0010: y_out <= a_in & b_in; 
                4'b0011: y_out <= a_in | b_in;
                4'b0100: y_out <= a_in ^ b_in;
                4'b0101: y_out <= ~a_in;       
                4'b0110: y_out <= a_in << 1;   
                4'b0111: y_out <= a_in >> 1;  
                4'b1000: y_out <= (a_in < b_in) ? 32'b1 : 32'b0; 
                default: y_out <= 32'b0;     
            endcase
        end
    end
endmodule
```
**constraint.sdc**
```tcl
current_design alu_32bit

set clk_period 12.3
set clk_io_pct 0.2

create_clock -name clk0 -period $clk_period [get_ports {clk}]

set non_clock_inputs [all_inputs -no_clocks]
set_input_delay [expr $clk_period * $clk_io_pct] -clock clk0 $non_clock_inputs
set_output_delay [expr $clk_period * $clk_io_pct] -clock clk0 [all_outputs]
```
**config.mk**
```make
export PLATFORM = sky130hd
export DESIGN_NAME = alu_32bit
export DESIGN_NICKNAME = alu_32bit
export VERILOG_FILES = /design/flow/design.v
export SDC_FILE = /design/flow/constraint.sdc
export NUM_CORES = 4
export LEC_CHECK = 1
export CORE_UTILIZATION = 50
```
==> flow_summary.json <==
{
  "timing.rr.start": "sum_out[17]",
  "dr.pass1.iters": 8,
  "initialDrtViolationCount": 766,
  "gpl.final_weighted_congestion": 0.979,
  "critical_path_s_slowest_cell": "clkdlybuf4s50_1",
  "maxClockFrequency_mhz": 175,
  "async_flop_share_pct": 0,
  "drt-total-wl_um": 24400,
  "via_count_of_the_first_global_routing_pass": 7138,
  "fp-row-count": 43,
  "core_region_area_um2": 14100,
  "hold_slack_ps": 468,
  "yosysChipArea_um2": 7330,
  "clk_transition_reported_paths_ps": 70,
  "cp_slowest_stage_delay_ps": 600,
  "post_synth_main_area_contributors": "dfxtp_1 18%, ha_1 16%, a21oi_1 8.4%, a221oi_1 5.6%, nor2_1 5.1%",
  "endpoint_worst_hold": "sum_out[22]",
  "ys_cells": 1011,
  "critical_path.endpoint_type": "flop",
  "synth-edff-count": 0,
  "core_utilization_before_placement_pct": 52.0,
  "tool_warnings": 90,
  "grt_overflow_total": 0,
  "pre_cts_slack_ps": 6320,
  "drc": 0,
  "timing.hold.worst_path_depth": 2,
  "detailroute.via_count": 7967,
  "postSynthCellCount": 1011,
  "cts_made_buffers": 9,
  "final_layout_size_suffix_gt1_share_pct": 5.05,
  "tns_ps": 0,
  "finalWorstPathRequiredPeriod_ps": 5700,
  "ctsRootBufferMaster": "clkbuf_16",
  "grt_resource_usage_total_pct": 33.3,
  "diodes": 0,
  "grt_max_degree": 46,
  "source_of_the_worst_hold_timing_path": "sum_out[22]",
  "largest_area_cell": "dfxtp_1",
  "max_slew_margin_pct": 39.9,
  "max_cap_viol_count": 0,
  "io_buffers": 135,
  "critPathMaxFanout": 10,
  "worst_clock_skew_ps": 6.63,
  "clock_sink_count": 66,
  "setup_slack_ps": 6600,
  "unrepaired_setup_endpoints_after_global_routing": "no",
  "avgRoutedWirePerCell_um": 18.9,
  "clk_path_buf_depth": 2,
  "synth-warning-count": 1,
  "worstHoldPathType": "reg2reg",
  "die_w_um": 123,
  "power.static_leakage_nw": 3.65,
  "postCtsHoldBufs": 0,
  "ys_seq_share_pct": 18.0,
  "die-height_um": 123,
  "antenna_found_initial": 0,
  "critical-path-top-delay-family": "AND-OR/OR-AND gates",
  "crit_path_start_kind": "input port",
  "drv_slew": 0,
  "grt_pass1_wl_um": 38400,
  "clkLatencyLatePin_ps": 350,
  "final_min_period_over_clock_period_pct": 46.3,
  "max_slew.worst_pin.slew_ps": 898,
  "synth_cell_type_count": 70,
  "timing.reg2reg.setup_slack_ps": 11010,
  "netlist_top_cells_count": "123 x a21oi_1, 100 x nor2_1, 96 x ha_1",
  "cts-resized-gates": 0,
  "h-tree-depth": 3,
  "viasPerCell": 6.19,
  "path_cells": "clkdlybuf4s50_1 > inv_1 > ha_1 > nor3_4 > nand2_1 > a2111oi_0 > a211oi_1 > nor3_1 > nor3_1 > o21bai_1 > a211oi_1 > a2111oi_0 > nor4_1",
  "post_cts_buffers": 0,
  "ys.flop_type": "dfxtp_1",
  "die-area_um2": 15100,
  "crit_buf_inv": 2,
  "finalSetupViolCount": 0,
  "final-hold-violation-count": 0,
  "cellPowerDensity_nw_per_um2": 89.6,
  "critical_path_arrival_ps": 5920,
  "ioPinCount": 136,
  "syn_avg_cell_area_um2": 7.25,
  "power.ir.vdd_worst_mv": 0.0717,
  "mappedNetlistArea_um2": 7330,
  "tritoncts": "done",
  "post_dp_hpwl_um": 17500,
  "area_growth_pct": 22.8,
  "result_of_the_run": "completed",
  "synth_flops": 66,
  "timing.rr.end": "y_out[17]",
  "rr_worst_depth": 2,
  "critPathKind": "in2reg",
  "yosys.area.top_type_share_pct": 18.0,
  "netlist.top_cell.by_instances": "a21oi_1",
  "worst_path_required_ps": 12520,
  "ant_nets": 0
}
[worst max path at each step]
stage / from / endpoint / slack (ps) / cells past startpoint
CTS: a_in[7] / sum_out[31] / 6640 / 13
global route: a_in[7] / sum_out[31] / 6340 / 13
finish: a_in[7] / sum_out[31] / 6600 / 13
[cells by family after synthesis]
group / count (synthesis) / share of synthesized area, %
XOR/XNOR: 25 / 2.99
AND-OR/OR-AND: 375 / 33.7
adder cells (fa/ha/maj): 98 / 16.9
buffers and inverters: 162 / 9.61
flip-flops: 66 / 18.0
multiplexers: 11 / 1.54
AND/OR/NAND/NOR: 274 / 17.2
[per-stage QoR]
stage	std cells	area (um2)	util (%)	power [W]
floorplan	1011	7330	-	0.000416
global placement	1272	8680	61.6	0.000518
detailed placement	1272	8680	61.6	0.000515
CTS	1288	9000	63.8	0.000806
global route	1288	9000	63.8	0.000849
finish	1288	9000	63.8	0.000807
[power by group]
group	internal (W)	leakage (nW)	total, W	switching [W]
Combinational	0.000121	2.96	0.000289	0.000168
Sequential	0.000224	0.537	0.000230	0.00000619
Clock	0.000177	0.151	0.000288	0.000111
[sequential cells by signal (all words and copies together), names as in the netlist]
register,flops
sum_out,33
y_out,32
flag,1
[worst reg2reg max path: cells and delay by family (launching register included)]
kind | cells | cell delay [ps]
AND-OR/OR-AND | 2 | 800
flip-flops | 1 | 330
[layer usage]
metal	up-vias	share of wire, %	global-route usage, %
li1	3835	-	-
met1	3696	46	50.5
met2	398	42	49.4
met3	38	9.3	6.54
met4	0	1.9	6.63
met5	-	0	0
[cell usage in the layout (no fill, tap or decap), drive strengths merged, types with 4 or more instances in the layout]
cell           Yosys  final
o21ai             70     70
o22ai              8      8
a222oi             7      7
mux2i              9      9
clkdlybuf4s50      0    135
nand2b             7      7
buf               23     15
a211oi            20     20
xnor2             22     22
nand3              9      9
a211o              4      4
or3                5      5
a31oi             18     18
clkbuf            45      9
o211ai             7      7
a22oi              4      4
a21o               9      9
dfxtp             66     66
a21oi            123    123
a221oi            47     47
nor4              14     14
clkinv             1      4
nor2             101    101
nor3              21     21
o31ai              8      8
o21bai            20     20
or2                5      5
nor2b              9      9
nand4              9      9
ha                96     96
o21a               6      6
a2111oi            4      4
a41oi              4      4
nand2             83     83
inv               92     92
[cell type report]
cell class              count  area, um2
well taps                 180        225
multi-input cells         783       5320
fillers                  1293       5100
inverters                  93        349
clock inverters             7       93.8
repair buffers            150       1460
clock buffers               9        225
flip-flops and latches     66       1320
Power figures rest on the tool's default switching activity, not on a simulated workload.
