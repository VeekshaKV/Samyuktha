===== flow/constraint.sdc =====
current_design fir

set clk_period 7.7
set clk_io_pct 0.2

create_clock -name clk0 -period $clk_period [get_ports {clk}]

set non_clock_inputs [all_inputs -no_clocks]
set_input_delay [expr $clk_period * $clk_io_pct] -clock clk0 $non_clock_inputs
set_output_delay [expr $clk_period * $clk_io_pct] -clock clk0 [all_outputs]

===== flow/run.sh =====
#!/bin/bash
# OpenROAD 26Q1-2900-gdf79404cd8, Yosys 0.63+post, stock flow scripts
make -C /OpenROAD-flow-scripts/flow DESIGN_CONFIG=/design/flow/config.mk WORK_HOME=/design/flow/orfs finish

===== flow/design.v =====
`timescale 1ns / 1ps
module fir(
    input clk,
    input reset,
    input signed [15:0] xn,
    output reg signed [31:0] yn
);
    parameter N = 4; 
    reg signed [15:0] b [0:N-1]; 
    reg signed [15:0] delay_line [0:N-1]; 
    integer i;
    initial begin
        b[0] = 16'd1;
        b[1] = 16'd2;
        b[2] = 16'd3;
        b[3] = 16'd4;
    end
    always @(posedge clk or posedge reset) begin
      if (reset) begin
            for (i = 0; i < N; i = i + 1) begin
                delay_line[i] <= 16'd0;
            end
            yn <= 32'd0;
        end else begin
            for (i = N-1; i > 0; i = i - 1) begin
                delay_line[i] <= delay_line[i-1];
            end
            delay_line[0] <= xn; 
            yn <= 32'd0; 
            for (i = 0; i < N; i = i + 1) begin
                yn <= yn + (b[i] * delay_line[i]);
            end
        end
    end
endmodule

===== flow/config.mk =====
export PLATFORM = sky130hd
export DESIGN_NAME = fir
export DESIGN_NICKNAME = fir
export VERILOG_FILES = /design/flow/design.v
export SDC_FILE = /design/flow/constraint.sdc
export NUM_CORES = 4
export LEC_CHECK = 1
export CORE_UTILIZATION = 30

==> CHANGELOG.md <==
### Implementation results

- Critical Path Fanout Max: 18
- Max-slew violation count: 0
- OpenROAD warning count: 28
- Syn. warnings: 2
- Min-Delay Path Class: flop to flop
- Drt pass-1 iters: 4
- Worst IR Drop VDD: between 150 and 200 µV
- Post-Layout Cell Count: 610
- DR vias/cell: 4.55
- Final Cycle Share: 54.5%
- Chip area: approximately 16000 µm²
- Post-synth EDFFs: 0
- Reg2reg end: yn[31]
- CTS tree: yes
- DRC: 0
- Rows: between 40 and 50
- Min Clock Period, post-route: 4200 ps
- Post-cts resize count: 0
- Ports: approximately 50
- Crit Path Class: flop to flop
- FF+latch count, synth: 94
- Power per cell area: between 400 and 500 nW/µm²
- Seq/Total Area, Yosys: approximately 50%
- Vias: between 2000 and 3000
- Fmax: 0.238 GHz
- Most frequent logic cell in the layout: dfrtp_1
- FF-to-FF path depth: 15
- Clock Path Buffers: 2
- Most Crowded Layer GR: met2
- Clock root buffer: clkbuf_16
- Slowest-stage cell, CP: dfrtp_1
- Clock sinks: around 94
- M3 GR Usage: roughly 2.1%
- Crit end category: flop
- Count of final setup violators: 0
- Fraction of layout cells with a size suffix above 1: 6.64%
- Clock transition at path regs: 70 ps
- Final global-route overflow total: 0
- Area growth from synthesis to layout: 21.0%
- Cells after DPL: 595
- Max transition margin: 53.9%
- RSZ-0062 raised after global routing: no
- Dominant Register Cell: dfrtp_1
- Crit-path cells: ha_1 > ha_1 > ha_1 > inv_1 > ha_1 > inv_1 > ha_1 > fa_1 > ha_1 > a21oi_1 > o21ai_0 > a41oi_2 > o41ai_2 > a221oi_2 > xnor2_1
- CP most frequent cell: ha_1
- Setup slack, reg-to-reg: 3500 ps
- Dominant logic cell types in the final layout: dfrtp_1, ha_1, clkdlybuf4s50_1
- Grt met2 use: between 10% and 20%
- Overall routing resource usage: about a tenth
- Final wirelength: 7.13 mm
- Critical path launch point type: flop
- Worst slew pin tran: 691 ps
- Core area: 15100 µm²
- Largest net degree at the start of global routing: 55
- Initial antenna violation count: 0
- CP required: between 7000 and 8000 ps
- Distinct lib cells: 40
- Arr. time, crit path: 4420 ps
- Filler cell count: 1432
- Synthesized area: 4630 µm²
- ANT cells: 0
- Floorplan core density: 30.6%
- YS chip area: 4630 µm²
- Post-CTS setup buffer count: 0
- Reg-to-Reg Start: delay_line[3][15]
- # H-tree levels: 3
- Cts-stage hold buffer count: 0
- Grt met1 use: 15.3%
- Vias in the first global route: between 2000 and 3000
- Final Hold Violating Endpoints: 0
- Syn_area_per_cell: around 13 µm²
- Detailed-route wire length per cell: 11.7 µm
- Routability congestion estimate: 0.889
- Clock skew: a little under 8 ps
- Number of cells on the worst hold path: 0
- Buffers on Ports: 47
- Setup TNS: 0 ps
- Die Wd: roughly 130 µm
- Post-synth ARST share: 100%
- Maximum capacitance violations: 0
- Starting DRC count in detailed routing: 93
- Synth Instances: 362
- First-pass GRT wire length: 12.8 mm
- Sink of the worst hold path: delay_line[3][6]
- Leakage power: 2.63 nW
- HPWL Detailed: about 5.5 mm
- Worst-Skew Late Latency: 340 ps
- Die y size: 126 µm
- Hold path start: delay_line[2][6]
- CTS buffer count: 9
- Post-DRT Antenna Nets: 0
- Run status: finished, final reports clean
- Yosys Instances: 362
- CP max stage delay: 770 ps
## where the power goes
group	leakage, nW	switching [mW]	internal, mW
sequential	1.10	0.0565	0.615
combinational	1.40	0.725	0.683
clock	0.133	0.190	0.222
## cell families (layout without fill, tap and decap cells)
group                    after synthesis  in the layout  share of synthesized area, %
AND-OR/OR-AND                         70             70                          10.6
XOR/XNOR                              27             27                          5.11
flip-flops                            94             94                          50.8
other                                  1              2                        0.0810
adder cells (fa/ha/maj)               95             95                          26.3
AND/OR/NAND/NOR                       59             59                          5.67
buffers and inverters                 16             75                          1.46
## worst max-delay path by stage
stage,slack [ps],cells after the start,start,endpoint
CTS,3440,15,delay_line[3][15],yn[31]
global route,3150,16,delay_line[3][15],yn[30]
finish,3500,15,delay_line[3][15],yn[31]
## sequential cells by signal, summed over array words and instances, names as in the netlist
| register | count |
|---|---|
| delay_line | 64 |
| yn | 30 |
## worst max-delay path, delay by kind of cell, from the launching register on
kind | cells | cell delay (ps)
adders and majority gates | 7 | 2070
xor gates and xnor gates | 1 | 100
DFF | 1 | 770
AOI/OAI and AO/OA | 5 | 1030
buffers and inverters | 2 | 120
## synthesized netlist by cell type, types with 4 or more instances
library cell / instances / area [µm²]
nand2_1: 21 / 78.8
a21o_1: 6 / 45.0
xnor2_1: 23 / 201
nor2_1: 20 / 75.1
ha_1: 91 / 1140
o21a_1: 4 / 30.0
xor2_1: 4 / 35.0
a21oi_1: 23 / 115
fa_1: 4 / 80.1
dfrtp_1: 94 / 2350
inv_1: 12 / 45.0
o21ai_0: 15 / 75.1
## through the flow
stage	hold slack (ps)	total power [mW]	setup WS (ps)	utilization, %	instance area, µm²
after global routing	354	2.76	3150	37.0	5600
after global placement	331	2.10	3530	35.2	5330
final	345	2.49	3500	37.0	5600
after detailed placement	335	2.10	3460	35.2	5330
after CTS	346	2.54	3440	37.0	5600
after floorplan	331	1.69	3710	-	4630
## layout make-up
class / instances / area, µm² / share of cell area [%]
inverters: 12 / 46.3 / 0.826
well taps: 188 / 235 / 4.20
clock buffers: 9 / 225 / 4.02
clock inverters: 6 / 51.3 / 0.916
multi-input cells: 253 / 2210 / 39.5
flip-flops and latches: 94 / 2350 / 42.0
repair buffers: 48 / 478 / 8.53
## routing by layer
metal	wire (µm)	vias to the layer above	share of wire, %
met5	0	-	0
met4	103	0	1.4
met3	241	8	3.4
met2	3190	47	45
met1	3590	1310	50
li1	-	1408	-
Power figures rest on the tool's default switching activity, not on a simulated workload.
